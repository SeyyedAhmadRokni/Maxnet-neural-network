--- run.sh ---
#!/bin/bash
# OpenROAD 26Q1-2900-gdf79404cd8, Yosys 0.63+post, stock flow scripts
make -C /OpenROAD-flow-scripts/flow DESIGN_CONFIG=/design/flow/config.mk WORK_HOME=/design/flow/orfs finish
--- config.mk ---
export PLATFORM = sky130hd
export DESIGN_NAME = OutputCheck
export DESIGN_NICKNAME = OutputCheck
export VERILOG_FILES = /design/flow/design.v
export SDC_FILE = /design/flow/constraint.sdc
export NUM_CORES = 4
export LEC_CHECK = 1
export CORE_AREA = 10 10 137 137
export DIE_AREA = 0 0 147 147
--- constraint.sdc ---
current_design OutputCheck

set clk_period 7.3
set clk_io_pct 0.2

create_clock -name clk0 -period $clk_period [get_ports {clk}]

set non_clock_inputs [all_inputs -no_clocks]
set_input_delay [expr $clk_period * $clk_io_pct] -clock clk0 $non_clock_inputs
set_output_delay [expr $clk_period * $clk_io_pct] -clock clk0 [all_outputs]
--- design.v ---
module MUX2(input sel , input[31:0] a , b , output reg[31:0] out);
    always @(sel , a , b) begin
        if(sel) begin
            out <= b;
        end
        else out <= a;
    end
endmodule
module OutputCheck(input clk , input [31:0] x1 ,x2,x3,x4,a1,a2,a3,a4 , output valid , output [ 31:0] out);
    wire [31:0] wire_mux1,wire_mux2,wire_mux3;
    wire ch1 , ch2 , ch3 , ch4;
    assign ch1 = ~ (| x1[30:0]);
    assign ch2 = ~ (| x2[30:0]);
    assign ch3 = ~ (| x3[30:0]);
    assign ch4 = ~ (| x4[30:0]);
    wire xor_check , three_zero;
    assign xor_check= ch1 ^ ch2 ^ ch3 ^ ch4;
    assign three_zero =xor_check & ((ch1 & ch2) | (ch3 & ch4));
    MUX2 mx1(.sel(ch2), .a(a2), .b(a1), .out(wire_mux1));
    MUX2 mx2(.sel(ch3), .a(a3), .b(wire_mux1), .out(wire_mux2));
    MUX2 mx3(.sel(ch4), .a(a4), .b(wire_mux2), .out(wire_mux3));
    assign valid = (ch1 & ch2 &ch3 & ch4) | three_zero;
    Register reg3(.clk(clk) , .inp(wire_mux3) , .out(out) , .we((~valid)| three_zero));
endmodule
module Register(clk, inp, out, we);
    input clk, we;
    input [31:0] inp;
    output reg[31:0] out;
    always @( posedge clk) begin
        if (we) begin
            out = inp;
        end
    end
endmodule
==> ci_impl_report.md <==
### Metrics collected by this job

| Metric | Value |
|---|---|
| Status | `complete, no violations` |
| Pwr Density | `106 nW/µm²` |
| Post-DRT Antenna Nets | `0` |
| Gate Count Post-Synth | `227` |
| Core ar. | `15800 µm²` |
| Mapped Area | `2420 µm²` |
| Synth cell types | `24` |
| Crit-path cells | `clkdlybuf4s50_1 -> nor4_1 -> nand4_1 -> nor2_4 -> ha_1 -> nor2b_1 -> o21ai_0 -> o211ai_1 -> clkdlybuf4s50_1` |
| Top post-synthesis cells by count | `inv_1 (33), nand2_1 (33), edfxtp_1 (32), mux2i_1 (32), o221ai_2 (29)` |
| Chip width | `147 µm` |
| Worst Path Required | `5.84 ns` |
| DRC viols | `0` |
| Yosys cell count | `227` |
| Core Util at FP | `15.3%` |
| Hold-fix buffers, CTS | `0` |
| Worst Max-Slew Pin Slew | `0.807 ns` |
| Slew Viols, Final | `0` |
| Critical setup path kind | `in -> out` |
| Worst min-delay path category | `in -> reg` |
| Synth flops | `32` |
| Area share, top type | `39.8%` |
| Clock Path Buffers | `2` |
| Main flop type | `edfxtp_1` |
| Vias in the first global route | `3464` |
| Largest registers | `reg3.out x32` |
| Top reg by flops | `reg3.out` |
| Area grow syn2layout | `133%` |
| Final setup fails | `0` |
| Post-synth ARST share | `0%` |
| Mean Syn Cell Area | `10.6 µm²` |
| Via density | `4.07` |
| Total grt overflow | `0` |
| Hpwl dp | `11200 µm` |
| Placed insts | `720` |
| Post-CTS resize count | `0` |
| H-tree levels | `2` |
| Initial DRC count | `58` |
| IO Port Bufs | `285` |
| Max-cap violation count | `0` |
| Lkg Pwr | `2.00 nW` |
| Final Hold Violation Tally | `0` |
| Initial antenna violation count | `0` |
| Worst Path Max Fanout | `3` |
| Min-delay src | `a4[4]` |
| Die area | `21600 µm²` |
| Synth area leaders | `edfxtp_1 (40%), o221ai_2 (18%), mux2i_1 (13%)` |
| CTS Buf Count | `5` |
| Minimum clock period after layout | `5.23 ns` |
| Yosys synthesis chip area | `2420 µm²` |
| First-pass GRT wire length | `19900 µm` |
| Final period util | `71.7%` |
| Layout Cells excl Fill | `727` |
| Die H | `147 µm` |
| Ports | `290` |
| Crit start category | `primary input` |
| Crit-path max cell delay | `0.53 ns` |
| Gpl congestion | `0.813` |
| Max Freq | `191 MHz` |
| First-pass detailed-route iteration total | `4` |
| CTS tree | `done` |
| Share of post-route cells with drive strength above 1 | `9.00%` |
| Fin Hold WS | `1.85 ns` |
| CTS sink cnt | `32` |
| Largest net degree at the start of global routing | `33` |
| Crit-path slowest cell | `clkdlybuf4s50_1` |
| FP Rows | `46` |
| Yosys warning count | `2` |
| Max FFs per register | `32` |
| Seq/Total Area, Yosys | `39.8%` |
| Post CTS Setup Buffer Count | `0` |
| Area leader, netlist | `edfxtp_1` |
| Ant diodes | `0` |
| Worst-path clk slew | `0.05 ns` |
| Origin of the worst setup path | `x2[18]` |
| Critical path arrival | `3.77 ns` |
| WL per Instance | `18.0 µm` |
| RSZ-0062 raised after global routing | `false` |
| PnR worst setup slack | `2.07 ns` |
| EDFF count, synth | `32` |
| CP endpoint kind | `output pin` |
| Cell mode on critical path | `clkdlybuf4s50_1` |
| Max_slew headroom | `46.0%` |
| Worst slack at placement | `2.04 ns` |
| Tool Warnings | `29` |
| DR vias | `2956` |
| Setup TNS | `0 ns` |
| GRT Overall Usage | `11.7%` |
| Post-Route WL | `13100 µm` |
| Critical Path End | `valid` |
| Clock root buffer | `clkbuf_16` |
| Final Core Density | `35.6%` |
| VDD IR max | `0.0665 mV` |
==> critical path: cells and delay by family <==
| kind | cells | cell delay, ns |
|---|---|---|
| adders and majority gates | 1 | 0.27 |
| AOI/OAI and AO/OA | 2 | 0.23 |
| buffers and inverters | 2 | 0.97 |
| and+or+nand+nor | 4 | 0.83 |
==> cell families after synthesis <==
kind of cell | Yosys count | synth area share (%)
AND-OR/OR-AND | 35 | 19.8
adder cells (fa/ha/maj) | 1 | 0.518
buffers and inverters | 46 | 9.11
flip-flops | 32 | 39.8
multiplexers | 32 | 13.3
AND/OR/NAND/NOR | 81 | 17.5
==> routing by layer <==
metal | routed length [µm] | share of wire [%] | track usage, % | up-vias
li1 | - | - | - | 1451
met1 | 5120 | 39 | 13.3 | 1325
met2 | 6360 | 49 | 20.2 | 173
met3 | 1460 | 11 | 5.68 | 7
met4 | 141 | 1.1 | 0.991 | 0
met5 | 0 | 0 | 0 | -
==> through the flow <==
| step | total power [mW] | cell area, µm² |
|---|---|---|
| after floorplan | 0.242 | 2420 |
| after global placement | 0.402 | 5500 |
| after detailed placement | 0.403 | 5500 |
| after CTS | 0.614 | 5630 |
| after global routing | 0.628 | 5630 |
| final | 0.596 | 5630 |
==> layout make-up <==
| class | count | area, µm² |
|---|---|---|
| Fill cell | 1535 | 10200 |
| Timing Repair Buffer | 290 | 2890 |
| Multi-Input combinational cell | 149 | 1250 |
| Sequential cell | 32 | 961 |
| Tap cell | 216 | 270 |
| Clock buffer | 6 | 129 |
| Inverter | 33 | 124 |
| Clock inverter | 1 | 5.00 |
==> placed cells by master, fill, tap and decap left out <==
cell	count
nand2_1	32
o211ai_1	1
nor2b_1	1
nor3_1	4
edfxtp_1	32
o221ai_2	29
nand3_2	1
buf_4	5
clkdlybuf4s50_1	285
nor2_2	2
or2_1	1
o21ai_4	1
nor4_1	28
clkbuf_1	1
nand4_1	8
nand4b_1	1
nor2_1	1
clkinv_2	1
o221ai_1	3
inv_1	33
nand2_2	1
mux2i_1	32
nor2_4	1
clkbuf_16	5
o21ai_0	1
ha_1	1
==> worst min path at each step <==
stage | end | slack (ns) | cells after the start
4_1_cts | reg3.out[4]$_DFFE_PP_ | 1.84 | 3
5_1_grt | reg3.out[21]$_DFFE_PP_ | 1.86 | 3
6_report | reg3.out[4]$_DFFE_PP_ | 1.85 | 3
==> report_power, final <==
group          total [mW]  internal (mW)  switching [mW]
clock               0.198          0.124          0.0745
combinational       0.183          0.145          0.0380
sequential          0.214          0.212         0.00236
Power is estimated from default activity; no workload was simulated.
